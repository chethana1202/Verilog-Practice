$ cat ./design.v
module fibonacci(clk,rstn,val);
input clk;
input rstn;
output reg [31:0] val;
reg [31:0] prev,curr;
always@(posedge clk or negedge rstn)
begin
    if(!rstn)
    begin
        prev <= 32'd0;
        curr <= 32'd1;
        val <= 32'd0;
    end
    else
    begin
        val = prev + curr;
        prev = curr;
        curr = val;
    end
end
endmodule        
$ cat ./run.sh
#!/bin/bash
# OpenROAD 26Q1-2900-gdf79404cd8, Yosys 0.63+post, stock flow scripts
make -C /OpenROAD-flow-scripts/flow DESIGN_CONFIG=/design/flow/config.mk WORK_HOME=/design/flow/orfs finish
$ cat ./config.mk
export PLATFORM = sky130hd
export DESIGN_NAME = fibonacci
export DESIGN_NICKNAME = fibonacci
export VERILOG_FILES = /design/flow/design.v
export SDC_FILE = /design/flow/constraint.sdc
export NUM_CORES = 4
export LEC_CHECK = 1
export CORE_UTILIZATION = 50
$ cat ./constraint.sdc
current_design fibonacci

set clk_period 15.5
set clk_io_pct 0.2

create_clock -name clk0 -period $clk_period [get_ports {clk}]

set non_clock_inputs [all_inputs -no_clocks]
set_input_delay [expr $clk_period * $clk_io_pct] -clock clk0 $non_clock_inputs
set_output_delay [expr $clk_period * $clk_io_pct] -clock clk0 [all_outputs]
==> flow_summary.toml <==
# generated from flow reports
[status]
status = "finished, final reports clean"

[cts]
clkSinkCount = 65
cts_buffers = 9
clock-root-buffer = "clkbuf_8"
ctsHtreeMaxLevel = 3
cts_tree = "built"
clkTransAtPathRegs_ns = 0.07
clock_latency_ns = 0.34
clock_path_buffers = 2
postCtsSetupRepairBufs = 0
post_cts_resized = 0
cts_hold_buffers = 0

[min_path]
hold_depth = 0
hold_class = "reg2reg"
worst_hold_path.endpoint = "prev[8]"
hp-start = "curr[8]"

[logic_synthesis]
synth-adder-area-share = 0.1130
ys.flop_type = "dfrtp_1"
xor_area_frac = 0.06796
avgSynthCellArea_um2 = 10.74
synth_area_leader_cell = "dfrtp_1"
synthAoiAreaFrac = 0.1921
synth_dominant_cell_count = "dfrtp_1"
yosys-stat-area_mm2 = 0.003608
ys.warnings.count = 1
edf_count = 0
synth_simple_gate_area_share = 0.08773
common_cells = "dfrtp_1 (64), buf_4 (31), ha_1 (31)"
ys_cells = 336
syn-instance-count = 336
synth_flops = 65
top_cells_by_area = "dfrtp_1 (44%), ha_1 (11%), buf_4 (6.4%), a21oi_1 (4.0%), a21o_1 (4.0%)"
logic_family = "AND-OR/OR-AND gates"
ys_async_sr_fraction = 1.000
seq_area_frac_synth = 0.4511
yosys-mux-area-fraction = 0.005548
syn_area_mm2 = 0.003608
synth_cell_type_count = 54
yosysTopAreaCellShare = 0.4438

[critical_path]
r2r_start = "prev[0]"
crit_family = "buffers and inverters"
crit_buf_inv = 1
arrival_ns = 1.24
reg2reg_slack_ns = 12.81
crit_type = "reg2out"
reg2reg_to = "curr[26]"
reg2reg_depth = 9
cp.required_ns = 12.40
end_kind = "primary output"
cpPeakStageDelay_ns = 0.49
path_max_fanout = 4
path_cells = "clkdlybuf4s50_1"
slowest_stage = "clkdlybuf4s50_1"
startpoint_type = "register"

[final_timing]
setup_violations = 0
rsz0062_at_grt = "false"
timing.fmax_mhz = 230.7
slew_headroom = 0.5298
skew_ns = 0.008577
slew_violations = 0
tns_ns = 0
hold_violations = 0
finalCriticalPeriod_ns = 4.335
period_used_share = 0.2797
max_slew.worst_pin.slew_ns = 0.7053

[floorplanning]
chipHeight_um = 86.95
chipArea_mm2 = 0.007560
fp_util = 0.5253
num_rows = 30
core_area_mm2 = 0.006869
io-pin-count = 34
fp.dieW_um = 86.95

[global_routing]
grt_pass1_wl_mm = 10.33
track_usage = 0.1802
antenna_found_initial = 0
grt.overflow.total = 0
grt_start_max_net_pins = 34
grt_pass1_vias = 2207

[detailed_routing]
first_pass_iters = 4
drt-initial-drc-count = 88
vias = 2398
wire_per_inst_um = 13.60
via_per_inst = 5.438
n_antenna_cell = 0
wl_mm = 5.997
drtAntennaViolNets = 0
drc = 0

[placement]
placed_cells = 425
dp_hpwl_mm = 4.349
numPortBuffers = 33
gp_congestion = 0.8279

[cells_and_area]
fin_cells = 441
seqCellArea_mm2 = 0.001628
fillers = 598
area_delta_synth_final_pct = 11.13
drive_above_1_share = 0.07826
logic_area_mm2 = 0.001683

[power_and_ir_drop]
leakagePower_nw = 2.131
p_total_mw = 0.3341
power_density_mw_per_mm2 = 83.31
peakVddDrop_uv = 65.63

[flow_run]
cap_violations = 0
tool_warnings = 25
==> per-stage QoR <==
step / hold slack [ns] / worst slack [ns] / area [um^2] / util
2_1_floorplan: 0.3810 / 11.87 / 3608 / -
3_3_place_gp: 0.3850 / 11.36 / 3786 / 0.5512
3_5_place_dp: 0.3926 / 11.33 / 3786 / 0.5512
4_1_cts: 0.4050 / 11.12 / 4010 / 0.5838
5_1_grt: 0.4188 / 11.08 / 4010 / 0.5838
6_report: 0.4015 / 11.17 / 4010 / 0.5838
==> sequential cells by signal, indices dropped and copies added (netlist names) <==
register / flops
val: 2
prev: 32
curr: 31
==> worst max-delay path by stage <==
stage	start	to	slack (ns)	cells past startpoint
4_1_cts	curr[1]	val[1]	11.12	1
5_1_grt	curr[1]	val[1]	11.08	1
6_report	curr[1]	val[1]	11.17	1
==> cell type report <==
class | instances | area share
multi-input cells | 224 | 0.4197
inverters | 6 | 0.005616
clock inverters | 7 | 0.02496
well taps | 96 | 0.02995
flip-flops and latches | 65 | 0.4059
repair buffers | 34 | 0.08300
clock buffers | 9 | 0.03089
==> routing by layer <==
layer  wire length [um]  track usage  share of wire  up-vias
met2               2493       0.2491           0.42       56
li1                   -            -              -     1197
met1               3176       0.3064           0.53     1140
met3                262      0.04615          0.044        5
met4                 65      0.01667          0.011        0
met5                  0            0              0        -
==> where the power goes <==
group / switching (mW) / internal (mW) / total, mW
registers: 0 / 0.169 / 0.169
clock network: 0.0691 / 0.0922 / 0.161
logic: 0.00308 / 0.000251 / 0.00333
total: 0.0722 / 0.262 / 0.334
==> layout by cell type, fill, tap and decap left out, types with 3 or more instances in the layout <==
cell | synthesis | routed
dfrtp_1 | 64 | 64
a211oi_1 | 3 | 3
nand2_1 | 19 | 19
ha_1 | 31 | 31
a21oi_1 | 29 | 29
o21ai_1 | 7 | 7
nor3_1 | 4 | 4
o21ai_0 | 7 | 7
clkbuf_8 | 0 | 9
nand3_1 | 10 | 10
nor2_1 | 12 | 12
nand4_1 | 7 | 7
xor2_1 | 15 | 15
inv_1 | 5 | 5
inv_6 | 0 | 3
o21bai_1 | 4 | 4
a31oi_1 | 3 | 3
xnor2_1 | 13 | 13
a21o_1 | 19 | 19
clkdlybuf4s50_1 | 0 | 32
==> cell families after synthesis <==
logic type	count (synthesis)
AOI/OAI and AO/OA	97
and+or+nand+nor	65
DFF	65
buffers and inverters	47
adders and majority gates	32
xor gates and xnor gates	28
muxes	2
No activity file was given, so power comes from the tool's default toggle rates.
