==> flow/design.v <==
module param_synch_fifo #(parameter WIDTH = 8,
													parameter DEPTH = 16,
													parameter PTR_WIDTH = 5) (clk,rstn,write,read,din,dout,empty,full);
input clk,rstn;
input write,read;
input [WIDTH-1:0] din;
output reg [WIDTH-1:0] dout;
output wire empty, full;
reg [DEPTH-1:0] mem [WIDTH-1:0];
reg [PTR_WIDTH-1:0] wr_ptr = 5'd0;
reg [PTR_WIDTH-1:0] rd_ptr = 5'd0;
integer i;
assign empty = (wr_ptr[PTR_WIDTH-1:0] == rd_ptr[PTR_WIDTH-1:0]) ? 1'b1 : 1'b0;
assign full = ((wr_ptr[PTR_WIDTH-1] == ~rd_ptr[PTR_WIDTH-1]) &&
							(wr_ptr[PTR_WIDTH-2:0] == rd_ptr[PTR_WIDTH-2:0])) ? 1'b1 : 1'b0;
always@(posedge clk or negedge rstn)
begin
		if(!rstn)
		begin
				dout <= 8'd0;
				rd_ptr <= 5'd0;
		end
		else
		begin
				if(read && !empty)
				begin
						dout <= mem[rd_ptr];
						rd_ptr <= rd_ptr + 1'b1;
				end
				else
				begin
						dout <= dout;
						rd_ptr <= rd_ptr;
				end
		end
end
always@(posedge clk or negedge rstn)
begin
		if(!rstn)
		begin
				for(i=0;i<(DEPTH-1);i=i+1)
				begin
						mem[i] <= 8'd0;
				end
				wr_ptr <= 5'd0;
		end
		else
		begin
				if(write && !full)
				begin
						mem[wr_ptr] <= din;
						wr_ptr <= wr_ptr + 1'b1;
				end
				else
				begin
						mem[wr_ptr] <= mem[wr_ptr];
						wr_ptr <= wr_ptr;
				end
		end
end
endmodule
==> flow/run.sh <==
#!/bin/bash
# OpenROAD 26Q1-2900-gdf79404cd8, Yosys 0.63+post, stock flow scripts
make -C /OpenROAD-flow-scripts/flow DESIGN_CONFIG=/design/flow/config.mk WORK_HOME=/design/flow/orfs finish
==> flow/config.mk <==
export PLATFORM = sky130hd
export DESIGN_NAME = param_synch_fifo
export DESIGN_NICKNAME = param_synch_fifo
export VERILOG_FILES = /design/flow/design.v
export SDC_FILE = /design/flow/constraint.sdc
export NUM_CORES = 4
export LEC_CHECK = 1
export CORE_UTILIZATION = 40
==> flow/constraint.sdc <==
current_design param_synch_fifo

set clk_period 5.9
set clk_io_pct 0.2

create_clock -name clk0 -period $clk_period [get_ports {clk}]

set non_clock_inputs [all_inputs -no_clocks]
set_input_delay [expr $clk_period * $clk_io_pct] -clock clk0 $non_clock_inputs
set_output_delay [expr $clk_period * $clk_io_pct] -clock clk0 [all_outputs]
==> qor.csv <==
metric;value;unit
# Cells Yosys;453;
Cell Rows;37;
Clk pin slew, worst setup/hold paths;0.08;ns
CTS Buf Count;9;
count of final hold-check violations;0;
CTS tree;done;
die width;106;um
RR Endpoint;mem[1][5]$_DFFE_PN0N_;
Filler Cell Count;986;
VDD IR-drop max;230;uV
Synth Area per Inst;9.51;um^2
Distinct cells, synth;40;
internal cell power;0.00176;W
wire length per cell;19.0;um
CP max stage cell;clkdlybuf4s50_1;
Critical Path Fanout Max;25;
Top cells by area;dfrtp_1, a31oi_1, nand2_1;
status;complete, no violations;
clk latency of the worst-skew pair;0.36;ns
Dominant cell area share;47.6;%
leakage;2.01;nW
synth-to-layout area growth;12.0;%
Setup Buffers After CTS;0;
Detailed Route WL;11500;um
top cells by count;dfrtp_1, nand2_1, nor2_1;
largest net degree at the start of global routing;45;
DP Wirelength;7600;um
Die Y-Extent;106;um
Reg2Reg Setup Slack;2.97;ns
Post-synth regs;82;
EDFF count, synth;0;
RSZ-0062 raised after global routing;no;
worst hold path stage count;2;
post-route setup slack;2.79;ns
Reg power frac;35.1;%
via count;3516;
Final ANT Viol Nets;0;
skew final;0.0122;ns
Worst Setup Start Kind;register;
Ys Warns;2;
Clock power frac;14.6;%
total core area;10400;um^2
Design Power;0.00314;W
Net Sw Power;0.00137;W
clk sink count;82;
Worst slew margin;41.5;%
synthesis area per yosys;4310;um^2
post-CTS resize count;0;
DRC errors left;0;
final setup vio count;0;
Final min period;3.11;ns
critical path class;reg -> out;
Cell Area, Synth;4310;um^2
die area;11200;um^2
Final GP Congestion;0.858;
drt first pass iters;7;
Arr. time, crit path;1.93;ns
number of H-tree levels;3;
Max Clock Freq;0.321;GHz
Hold Crit Class;reg -> reg;
Max-Cap Viols;0;
pwr dens;650;nW/um^2
fin. max-slew vios;0;
Yosys top cell by instances;dfrtp_1;
CP endpoint kind;output port;
Via density;5.84;
number of port buffers;21;
number of global-route vias before repair;3393;
slowest stage delay, CP;0.46;ns
Gate power share;50.3;%
Log Warnings;33;
largest area contributor in the netlist;dfrtp_1;
dpl cell area;4610;um^2
IO Count;22;
clock buffer depth;2;
WHS Endpoint;dout[1]$_DFFE_PN0P_;
total track usage;22.3;%
diodes inserted;0;
r2r startpoint;wr_ptr[1]$_DFFE_PN0P_;
ys flop type;dfrtp_1;
GRT overflow;0;
Iteration-0 DRC Markers;233;
HP Start;dout[1]$_DFFE_PN0P_;
first-pass GRT wire length;18400;um
reg2reg path depth;8;
switching share of power;43.8;%
initial antenna violation count;0;
Seq share, synth;47.6;%
post-place setup slack;2.92;ns
Req. time, crit path;4.72;ns
clock root cell;clkbuf_8;
Final Cell Area;4820;um^2
layout cells sized above 1;9.66;%
TNS Setup;0;ns
Mapped Cells;453;
fin crit share;52.8;%
Post-CTS Hold Fix Bufs;0;
initial core utilization;41.5;%
Slew @ Worst Pin;0.878;ns
CP cell instances;buf_4 -> xnor2_2 -> nand4_4 -> nor2_1 -> clkdlybuf4s50_1;
post-synthesis async set-or-reset flop share;100;%
## cells by family after synthesis
family / Yosys count / synth area share (%)
AOI/OAI and AO/OA: 150 / 23.0
xor gates and xnor gates: 12 / 3.14
adders and majority gates: 12 / 3.49
buffers and inverters: 39 / 4.10
DFF: 82 / 47.6
muxes: 21 / 5.29
and+or+nand+nor: 137 / 13.4
## worst max-delay path: cells and delay by family (launching register included)
kind | cells | cell delay [ns]
DFF | 1 | 0.33
and+or+nand+nor | 2 | 0.28
buffers and inverters | 2 | 0.78
xor gates and xnor gates | 1 | 0.18
## per-layer routing
layer | wire length, um | GRT usage, % | up-vias | share of wire (%)
li1 | - | - | 1663 | -
met1 | 5080 | 33.5 | 1692 | 44
met5 | 0 | 0 | - | 0
met2 | 5070 | 33.1 | 142 | 44
met3 | 1060 | 6.81 | 19 | 9.2
met4 | 245 | 4.56 | 0 | 2.1
## worst max path at each step
stage | startpoint | endpoint | slack (ns) | cells past startpoint
after CTS | rd_ptr[2]$_DFFE_PN0P_ | full | 2.78 | 5
after global routing | rd_ptr[2]$_DFFE_PN0P_ | empty | 2.65 | 5
final | rd_ptr[2]$_DFFE_PN0P_ | empty | 2.79 | 5
## power by group through the flow
| stage | clock network [W] | registers, W | logic (W) |
|---|---|---|---|
| 4_1_cts | 0.000468 | 0.00110 | 0.00156 |
| 6_report | 0.000458 | 0.00110 | 0.00158 |
| 5_1_grt | 0.000490 | 0.00114 | 0.00176 |
## stage by stage
| stage | utilization, % | hold slack [ns] | std cells |
|---|---|---|---|
| floorplan | - | 0.426 | 453 |
| global placement | 44.4 | 0.461 | 587 |
| detailed placement | 44.4 | 0.470 | 587 |
| CTS | 46.5 | 0.489 | 602 |
| global route | 46.5 | 0.520 | 602 |
| finish | 46.5 | 0.482 | 602 |
## cell type report
cell class | count | area, um^2 | area share (%)
clock buffers | 13 | 159 | 3.29
repair buffers | 31 | 283 | 5.86
multi-input cells | 332 | 2080 | 43.1
clock inverters | 2 | 60.1 | 1.24
well taps | 136 | 170 | 3.53
flip-flops and latches | 82 | 2050 | 42.5
inverters | 6 | 22.5 | 0.467
## placed cells by master, fill, tap and decap left out, types with 2 or more instances in the layout
| cell type | netlist | layout |
|---|---|---|
| nand4_1 | 2 | 2 |
| nor2_1 | 47 | 47 |
| xnor2_2 | 4 | 4 |
| clkdlybuf4s50_1 | 0 | 20 |
| inv_1 | 6 | 6 |
| clkbuf_1 | 17 | 2 |
| mux2i_1 | 7 | 7 |
| a221o_1 | 7 | 7 |
| ha_1 | 12 | 12 |
| or3_1 | 3 | 3 |
| nor2b_1 | 3 | 3 |
| a221oi_1 | 2 | 2 |
| a222oi_1 | 10 | 10 |
| a22oi_1 | 7 | 7 |
| a211o_1 | 6 | 6 |
| and2_1 | 4 | 4 |
| nand2_1 | 70 | 70 |
| o211ai_1 | 6 | 6 |
| dfrtp_1 | 82 | 82 |
| bufinv_16 | 0 | 2 |
| mux2_2 | 14 | 14 |
| a21oi_1 | 22 | 22 |
| clkbuf_8 | 0 | 11 |
| xor2_1 | 3 | 3 |
| buf_4 | 1 | 11 |
| a31oi_1 | 45 | 45 |
| xnor2_1 | 5 | 5 |
| nor3_1 | 2 | 2 |
| o21ai_0 | 38 | 37 |
| nand3_1 | 2 | 2 |
| o21a_1 | 2 | 2 |
## registers in the layout (all words and copies together), names as in the netlist
register / cells
dout: 8
mem: 64
rd_ptr: 5
wr_ptr: 5
No activity file was given, so power comes from the tool's default toggle rates.
