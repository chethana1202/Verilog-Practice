**flow/design.v**
```verilog
module synch_fifo(clk,rstn,write,read,din,dout,empty,full);
input clk,rstn;
input write,read;
input [7:0] din;
output reg [7:0] dout;
output wire empty,full;
reg [7:0] mem [15:0];
reg [4:0] wr_ptr = 5'd0;
reg [4:0] rd_ptr = 5'd0;
integer i;
assign empty = (wr_ptr == rd_ptr) ? 1'b1 : 1'b0;
assign full = ((wr_ptr[4] == ~rd_ptr[4]) && (wr_ptr[3:0] == rd_ptr[3:0])) ? 1'b1 : 1'b0;
always@(posedge clk or negedge rstn)
begin
    if(!rstn)
    begin
        dout <= 8'd0;
        rd_ptr <= 5'd0;
    end
    else
    begin
        if(read && !empty)
        begin
            dout <= mem[rd_ptr];
            rd_ptr <= rd_ptr + 1'b1;
        end
        else
        begin
            dout <= dout;
            rd_ptr <= rd_ptr;
        end
    end
end
always@(posedge clk or negedge rstn)
begin
    if(!rstn)
    begin
        for(i=0;i<16;i=i+1)
        begin
            mem[i] <= 8'd0;
        end
        wr_ptr <= 5'd0;
    end
    else
    begin
        if(write && !full)
        begin
            mem[wr_ptr] <= din;
            wr_ptr <= wr_ptr + 1'b1;
        end
        else
        begin
            mem[wr_ptr] <= mem[wr_ptr];
            wr_ptr <= wr_ptr;
        end
    end
end
endmodule
```
**flow/run.sh**
```bash
#!/bin/bash
# OpenROAD 26Q1-2900-gdf79404cd8, Yosys 0.63+post, stock flow scripts
make -C /OpenROAD-flow-scripts/flow DESIGN_CONFIG=/design/flow/config.mk WORK_HOME=/design/flow/orfs finish
```
**flow/config.mk**
```make
export PLATFORM = sky130hd
export DESIGN_NAME = synch_fifo
export DESIGN_NICKNAME = synch_fifo
export VERILOG_FILES = /design/flow/design.v
export SDC_FILE = /design/flow/constraint.sdc
export NUM_CORES = 4
export LEC_CHECK = 1
export CORE_UTILIZATION = 50
```
**flow/constraint.sdc**
```tcl
current_design synch_fifo

set clk_period 7.5
set clk_io_pct 0.2

create_clock -name clk0 -period $clk_period [get_ports {clk}]

set non_clock_inputs [all_inputs -no_clocks]
set_input_delay [expr $clk_period * $clk_io_pct] -clock clk0 $non_clock_inputs
set_output_delay [expr $clk_period * $clk_io_pct] -clock clk0 [all_outputs]
```
==> job_summary.md <==
## PnR job results

| Metric | Value |
|---|---|
| Antenna violations before repair | 0 |
| Unique cell types | 65 |
| WHS | 479 ps |
| Worst path cell trace | buf_4, xnor2_2, nand4_2, nor2_1, clkdlybuf4s50_1 |
| Residual DRC | 0 |
| And-or/or-and share of the synthesized area | 30.3% |
| DIE HEIGHT | 133 um |
| Synth warnings | 2 |
| DR iter-0 viols | 822 |
| MUX share of area | 2.87% |
| Leakage | 0.00370 uW |
| WL/cell | 25.3 um |
| Crit path max-delay cell type | buf_4 |
| Worst rel slew slack | 39.4% |
| I/O pin cnt | 22 |
| Slew at the pin closest to its max-slew limit | 909 ps |
| Fin crit period | 3790 ps |
| Most used DFF post-synth | dfrtp_1 |
| Flip-flops with a built-in enable | 0 |
| Clk latency late pin | 420 ps |
| Global-route wire length before repair | 45500 um |
| Ys flops | 146 |
| CTS Buf Count | 17 |
| Setup-failing EPs final | 0 |
| Highest clock rate | 264 MHz |
| Longest Clk Path Bufs | 2 |
| RSZ-0062 raised after global routing | false |
| Via Count | 7967 |
| Post-Synth Adder-Cell Area | 1.16% |
| DP HPWL | 18300 um |
| Setup TNS | 0 ps |
| Crit start category | flop |
| Crit end category | output pin |
| FP Util | 51.5% |
| Area of the die | 17700 sq um |
| Pins over their slew limit | 0 |
| I/O Buffers | 21 |
| Clock transition at path regs | 60 ps |
| Routed WL | 29100 um |
| Post-Synth Simple-Gate Area | 15.4% |
| Sequential area share after synthesis | 42.5% |
| Clk sink count | 146 |
| Number of setup buffers added after CTS | 0 |
| Critical path arrival | 2290 ps |
| Post-CTS sizing | 0 |
| Die X | 133 um |
| Vias in the first global route | 7644 |
| Yosys stat area | 8590 sq um |
| # Cells Yosys | 956 |
| Core Box Area | 16700 sq um |
| # rows | 47 |
| Syn avg cell area | 8.99 sq um |
| Vias/cell | 6.93 |
| Outcome | finished, final reports clean |
| CP peak stage delay | 470 ps |
| # diodes | 0 |
| GRT overflow | 0 |
| Critical path data required time | 6000 ps |
| Skew final | 9.88 ps |
| GRT Overall Usage | 35.3% |
| Synth Instances | 956 |
| Final Cycle Share | 50.5% |
| VDD IR max | 0.410 mV |
| Final Hold Fails | 0 |
| P&R area growth vs syn | 9.39% |
| Pwr/cell area | 536 nW/um^2 |
| Post-DRT Antenna Nets | 0 |
| Crit Path Max Fanout | 42 |
| CTS tree | yes |
| Share of cells above drive strength 1 | 9.36% |
| Xor+xnor area frac | 1.51% |
| Crit path kind | flop to output pin |
| Netlist Area Pre-Place | 8590 sq um |
| Initial DRT Pass Iterations | 6 |
| Worst min path class | flop to flop |
| Depth of the CTS H-tree | 4 |
| Clock root cell | clkbuf_16 |
| Cts-stage hold buffer count | 0 |
| Largest logic family | AND-OR/OR-AND gates |
| Placer Congestion | 0.977 |
| Largest net degree at the start of global routing | 69 |
| Tool Warnings | 31 |
| Max Cap Viol | 0 |
| Post-synthesis async set-or-reset flop share | 100% |
-- critical path: cells and delay by family, from the launching register on --
family	cells	cell delay [ps]
flip-flops	1	320
XOR/XNOR	1	190
AND/OR/NAND/NOR	2	380
buffers and inverters	2	930
-- kinds of logic after synthesis --
group,after synthesis
flops,146
mux,24
buf+inv,119
simple gates,261
fa+ha+maj,8
compound gates,384
xor+xnor,14
-- metal layers --
layer	track usage [%]	wire length, um	vias up
met5	2.78	67	-
met4	8.52	851	2
met3	15.5	3890	67
met2	48.3	12100	533
met1	53.1	12200	3865
li1	-	-	3500
-- Yosys cell counts (all sizes together) (7+ instances only) --
cell type | count | share of area, %
buf | 45 | 3.1
and2 | 7 | 0.51
nor3 | 9 | 0.52
nand2 | 54 | 2.4
a22o | 13 | 1.3
inv | 10 | 0.44
o21ai | 101 | 5.9
xnor2 | 11 | 1.2
a21oi | 17 | 0.99
clkbuf | 63 | 2.8
a31oi | 135 | 10
ha | 8 | 1.2
dfrtp | 146 | 43
a222oi | 11 | 1.3
nor2b | 84 | 6.1
mux2i | 19 | 2.2
a22oi | 36 | 3.1
nor2 | 68 | 3.0
o211ai | 11 | 0.96
nand3 | 19 | 1.1
a221oi | 18 | 1.9
-- layout make-up --
type                    instances  area, sq um
clock buffers                  27          503
clock inverters                 4         72.6
fillers                      1450         7300
inverters                      11         41.3
multi-input cells             691         4430
flip-flops and latches        146         3650
well taps                     220          275
repair buffers                 50          429
-- sequential cells by signal, summed over array words and instances (netlist names) --
signal  flops
mem       128
dout        8
rd_ptr      5
wr_ptr      5
-- metrics by stage --
stage	utilization [%]	power (uW)	setup WS [ps]	instances	instance area, sq um
2_1_floorplan	-	3250	4860	956	8590
3_3_place_gp	52.8	4030	3960	1118	8830
3_5_place_dp	52.8	4090	3940	1118	8830
4_1_cts	56.3	4940	3700	1149	9400
5_1_grt	56.3	5330	3580	1149	9400
6_report	56.3	5040	3710	1149	9400
-- final timing paths --
check | from | endpoint | slack [ps] | depth (start not counted)
worst max-delay path | rd_ptr[2] | empty | 3710 | 5
worst min-delay path | dout[3] | dout[3] | 480 | 2
min in group asynchronous | rstn | rd_ptr[0] | 1070 | 1
worst min register to register | dout[3] | dout[3] | 480 | 2
max in group asynchronous | rstn | mem[4][2] | 4860 | 3
worst max register to register | wr_ptr[0] | mem[9][5] | 3940 | 9
-- placed cells by master, fill, tap and decap left out, types with 7 or more instances in the layout --
master | Yosys | routed
nand2_1 | 54 | 54
a21oi_1 | 17 | 17
clkdlybuf4s50_1 | 0 | 20
a222oi_1 | 11 | 11
a22o_1 | 13 | 13
inv_1 | 9 | 9
clkbuf_16 | 0 | 17
nor3_1 | 9 | 7
nor2b_1 | 84 | 84
buf_4 | 3 | 29
a221oi_1 | 17 | 17
a31oi_1 | 128 | 128
o211ai_1 | 11 | 11
a22oi_1 | 36 | 36
nor2_1 | 68 | 68
a31oi_2 | 7 | 7
mux2i_1 | 19 | 19
and2_1 | 7 | 7
xnor2_1 | 10 | 10
o21ai_0 | 98 | 96
nand3_1 | 19 | 19
dfrtp_1 | 146 | 146
ha_1 | 8 | 8
-- report_power, final --
part | switching (uW) | leakage (uW) | total, uW | internal [uW]
registers | 316 | 0.00173 | 1470 | 1150
logic | 1750 | 0.00169 | 2730 | 984
clock network | 316 | 0.000278 | 839 | 523
Power figures rest on the tool's default switching activity, not on a simulated workload.
